File: flow/design.v
module DIG_Register_BUS #(
    parameter Bits = 1
)
(
    input C,
    input en,
    input [(Bits - 1):0]D,
    output [(Bits - 1):0]Q
);
    reg [(Bits - 1):0] state = 'h0;
    assign Q = state;
    always @ (posedge C) begin
        if (en)
            state <= D;
   end
endmodule
module CompUnsigned #(
    parameter Bits = 1
)
(
    input [(Bits -1):0] a,
    input [(Bits -1):0] b,
    output \> ,
    output \= ,
    output \<
);
    assign \> = a > b;
    assign \= = a == b;
    assign \< = a < b;
endmodule
module equals_gen0 (
  input [11:0] A,
  input [11:0] B,
  output Q
);
  CompUnsigned #(
    .Bits(12)
  )
  CompUnsigned_i0 (
    .a( A ),
    .b( B ),
    .\= ( Q )
  );
endmodule
module DIG_Add
#(
    parameter Bits = 1
)
(
    input [(Bits-1):0] a,
    input [(Bits-1):0] b,
    input c_i,
    output [(Bits - 1):0] s,
    output c_o
);
   wire [Bits:0] temp;
   assign temp = a + b + c_i;
   assign s = temp [(Bits-1):0];
   assign c_o = temp[Bits];
endmodule
module plusone_gen0 (
  input [11:0] A,
  output [11:0] Y
);
  DIG_Add #(
    .Bits(12)
  )
  DIG_Add_i0 (
    .a( A ),
    .b( 12'b0 ),
    .c_i( 1'b1 ),
    .s( Y )
  );
endmodule
module Mux_2x1_NBits #(
    parameter Bits = 2
)
(
    input [0:0] sel,
    input [(Bits - 1):0] in_0,
    input [(Bits - 1):0] in_1,
    output reg [(Bits - 1):0] out
);
    always @ (*) begin
        case (sel)
            1'h0: out = in_0;
            1'h1: out = in_1;
            default:
                out = 'h0;
        endcase
    end
endmodule
module maxcounter_gen0 (
  input en,
  input C,
  input [11:0] max,
  input rst,
  output [11:0] Q,
  output ovf
);
  wire [11:0] s0;
  wire [11:0] Q_temp;
  wire [11:0] s1;
  wire s2;
  wire ovf_temp;
  DIG_Register_BUS #(
    .Bits(12)
  )
  DIG_Register_BUS_i0 (
    .D( s0 ),
    .C( C ),
    .en( en ),
    .Q( Q_temp )
  );
  equals_gen0 equals_gen0_i1 (
    .A( Q_temp ),
    .B( max ),
    .Q( ovf_temp )
  );
  assign s2 = (ovf_temp | rst);
  plusone_gen0 plusone_gen0_i2 (
    .A( Q_temp ),
    .Y( s1 )
  );
  Mux_2x1_NBits #(
    .Bits(12)
  )
  Mux_2x1_NBits_i3 (
    .sel( s2 ),
    .in_0( s1 ),
    .in_1( 12'b0 ),
    .out( s0 )
  );
  assign Q = Q_temp;
  assign ovf = ovf_temp;
endmodule
module scanxy (
  input C,
  input rst,
  input en,
  input [11:0] h_total,
  input [11:0] v_total,
  output [11:0] x,
  output [11:0] y,
  output line,
  output frame
);
  wire s0;
  wire line_temp;
  wire s1;
  maxcounter_gen0 maxcounter_gen0_i0 (
    .en( en ),
    .C( C ),
    .max( h_total ),
    .rst( rst ),
    .Q( x ),
    .ovf( s0 )
  );
  assign line_temp = (s0 & en);
  maxcounter_gen0 maxcounter_gen0_i1 (
    .en( line_temp ),
    .C( C ),
    .max( v_total ),
    .rst( rst ),
    .Q( y ),
    .ovf( s1 )
  );
  assign frame = (line_temp & s1);
  assign line = line_temp;
endmodule
module equals_gen1 (
  input [11:0] A,
  input [11:0] B,
  output Q
);
  CompUnsigned #(
    .Bits(12)
  )
  CompUnsigned_i0 (
    .a( A ),
    .b( B ),
    .\= ( Q )
  );
endmodule
module sync (
  input en,
  input [11:0] v,
  input [11:0] fp,
  input [11:0] sync,
  input [11:0] bp,
  output blank_bgn,
  output sync_bgn,
  output sync_end
);
  wire s0;
  wire s1;
  wire s2;
  equals_gen1 equals_gen1_i0 (
    .A( v ),
    .B( fp ),
    .Q( s0 )
  );
  equals_gen1 equals_gen1_i1 (
    .A( v ),
    .B( sync ),
    .Q( s1 )
  );
  equals_gen1 equals_gen1_i2 (
    .A( v ),
    .B( bp ),
    .Q( s2 )
  );
  assign blank_bgn = (en & s0);
  assign sync_bgn = (en & s1);
  assign sync_end = (en & s2);
endmodule
module DIG_D_FF_1bit
#(
    parameter Default = 0
)
(
   input D,
   input C,
   output Q,
   output \~Q
);
    reg state;
    assign Q = state;
    assign \~Q = ~state;
    always @ (posedge C) begin
        state <= D;
    end
    initial begin
        state = Default;
    end
endmodule
module rsff (
  input S,
  input C,
  input R,
  output Q,
  output \~Q 
);
  wire Q_temp;
  wire s0;
  assign s0 = ((Q_temp | S) & ~ R);
  DIG_D_FF_1bit #(
    .Default(0)
  )
  DIG_D_FF_1bit_i0 (
    .D( s0 ),
    .C( C ),
    .Q( Q_temp ),
    .\~Q ( \~Q  )
  );
  assign Q = Q_temp;
endmodule
module Mux_2x1
(
    input [0:0] sel,
    input in_0,
    input in_1,
    output reg out
);
    always @ (*) begin
        case (sel)
            1'h0: out = in_0;
            1'h1: out = in_1;
            default:
                out = 'h0;
        endcase
    end
endmodule
module syncstate (
  input blank_end,
  input blank_bgn,
  input sync_bgn,
  input sync_end,
  input neg,
  input clk,
  input rst,
  output blank,
  output sync
);
  wire s0;
  wire s1;
  wire s2;
  wire s3;
  assign s0 = (blank_end | rst);
  assign s1 = (sync_end | rst);
  rsff rsff_i0 (
    .S( blank_bgn ),
    .C( clk ),
    .R( s0 ),
    .Q( blank )
  );
  rsff rsff_i1 (
    .S( sync_bgn ),
    .C( clk ),
    .R( s1 ),
    .Q( s2 ),
    .\~Q ( s3 )
  );
  Mux_2x1 Mux_2x1_i2 (
    .sel( neg ),
    .in_0( s2 ),
    .in_1( s3 ),
    .out( sync )
  );
endmodule
module vgasync (
  input [11:0] x_i,
  input [11:0] y_i,
  input line_i,
  input frame_i,
  input [11:0] h_fp,
  input [11:0] h_sync,
  input [11:0] h_bp,
  input h_neg,
  input [11:0] v_fp,
  input [11:0] v_sync,
  input [11:0] v_bp,
  input v_neg,
  input clk,
  input rst,
  output [11:0] x_o,
  output [11:0] y_o,
  output line_o,
  output frame_o,
  output hsync,
  output vsync,
  output en_disp
);
  wire s0;
  wire s1;
  wire s2;
  wire s3;
  wire s4;
  wire s5;
  wire s6;
  wire s7;
  sync sync_i0 (
    .en( 1'b1 ),
    .v( x_i ),
    .fp( h_fp ),
    .sync( h_sync ),
    .bp( h_bp ),
    .blank_bgn( s2 ),
    .sync_bgn( s3 ),
    .sync_end( s4 )
  );
  sync sync_i1 (
    .en( line_i ),
    .v( y_i ),
    .fp( v_fp ),
    .sync( v_sync ),
    .bp( v_bp ),
    .blank_bgn( s5 ),
    .sync_bgn( s6 ),
    .sync_end( s7 )
  );
  syncstate syncstate_i2 (
    .blank_end( line_i ),
    .blank_bgn( s2 ),
    .sync_bgn( s3 ),
    .sync_end( s4 ),
    .neg( h_neg ),
    .clk( clk ),
    .rst( rst ),
    .blank( s0 ),
    .sync( hsync )
  );
  syncstate syncstate_i3 (
    .blank_end( frame_i ),
    .blank_bgn( s5 ),
    .sync_bgn( s6 ),
    .sync_end( s7 ),
    .neg( v_neg ),
    .clk( clk ),
    .rst( rst ),
    .blank( s1 ),
    .sync( vsync )
  );
  assign en_disp = ~ (s0 | s1);
  assign x_o = x_i;
  assign y_o = y_i;
  assign line_o = line_i;
  assign frame_o = frame_i;
endmodule
module draw (
  input [11:0] x_i,
  input [11:0] y_i,
  input hsync_i,
  input vsync_i,
  input en_disp_i,
  input line,
  input frame,
  input clk,
  input rst,
  output [11:0] x_o,
  output [11:0] y_o,
  output hsync_o,
  output vsync_o,
  output en_disp_o
);
  assign x_o = x_i;
  assign y_o = y_i;
  assign hsync_o = hsync_i;
  assign vsync_o = vsync_i;
  assign en_disp_o = en_disp_i;
endmodule
module DIG_D_FF_Nbit
#(
    parameter Bits = 2,
    parameter Default = 0
)
(
   input [(Bits-1):0] D,
   input C,
   output [(Bits-1):0] Q,
   output [(Bits-1):0] \~Q
);
    reg [(Bits-1):0] state;
    assign Q = state;
    assign \~Q = ~state;
    always @ (posedge C) begin
        state <= D;
    end
    initial begin
        state = Default;
    end
endmodule
module pipelineregs_gen0 (
  input [11:0] D_0,
  input [11:0] D_1,
  input D_2,
  input D_3,
  input D_4,
  input clk,
  output [11:0] Q_0,
  output [11:0] Q_1,
  output Q_2,
  output Q_3,
  output Q_4
);
  DIG_D_FF_Nbit #(
    .Bits(12),
    .Default(0)
  )
  DIG_D_FF_Nbit_i0 (
    .D( D_0 ),
    .C( clk ),
    .Q( Q_0 )
  );
  DIG_D_FF_Nbit #(
    .Bits(12),
    .Default(0)
  )
  DIG_D_FF_Nbit_i1 (
    .D( D_1 ),
    .C( clk ),
    .Q( Q_1 )
  );
  DIG_D_FF_1bit #(
    .Default(0)
  )
  DIG_D_FF_1bit_i2 (
    .D( D_2 ),
    .C( clk ),
    .Q( Q_2 )
  );
  DIG_D_FF_1bit #(
    .Default(0)
  )
  DIG_D_FF_1bit_i3 (
    .D( D_3 ),
    .C( clk ),
    .Q( Q_3 )
  );
  DIG_D_FF_1bit #(
    .Default(0)
  )
  DIG_D_FF_1bit_i4 (
    .D( D_4 ),
    .C( clk ),
    .Q( Q_4 )
  );
endmodule
module pixel2colour (
  input [11:0] x_i,
  input [11:0] y_i,
  input hsync_i,
  input vsync_i,
  input en_disp_i,
  input clk,
  input rst,
  output [11:0] x_o,
  output [11:0] y_o,
  output [7:0] r,
  output [7:0] g,
  output [7:0] b,
  output hsync_o,
  output vsync_o,
  output en_disp_o
);
  wire en_disp_o_temp;
  wire [8:0] s0;
  wire [23:0] s1;
  wire [7:0] s2;
  wire [7:0] s3;
  wire [7:0] s4;
  pipelineregs_gen0 pipelineregs_gen0_i0 (
    .D_0( x_i ),
    .D_1( y_i ),
    .D_2( hsync_i ),
    .D_3( vsync_i ),
    .D_4( en_disp_i ),
    .clk( clk ),
    .Q_0( x_o ),
    .Q_1( y_o ),
    .Q_2( hsync_o ),
    .Q_3( vsync_o ),
    .Q_4( en_disp_o_temp )
  );
  assign s0 = x_i[8:0];
  palettebram palettebram_i1 (
    .pixel( s0 ),
    .pal_we( 1'b0 ),
    .pal_adr( 10'b0 ),
    .pal_dat( 16'b0 ),
    .clk( clk ),
    .rst( rst ),
    .colour( s1 )
  );
  assign s4 = s1[7:0];
  assign s3 = s1[15:8];
  assign s2 = s1[23:16];
  Mux_2x1_NBits #(
    .Bits(8)
  )
  Mux_2x1_NBits_i2 (
    .sel( en_disp_o_temp ),
    .in_0( 8'b0 ),
    .in_1( s2 ),
    .out( r )
  );
  Mux_2x1_NBits #(
    .Bits(8)
  )
  Mux_2x1_NBits_i3 (
    .sel( en_disp_o_temp ),
    .in_0( 8'b0 ),
    .in_1( s3 ),
    .out( g )
  );
  Mux_2x1_NBits #(
    .Bits(8)
  )
  Mux_2x1_NBits_i4 (
    .sel( en_disp_o_temp ),
    .in_0( 8'b0 ),
    .in_1( s4 ),
    .out( b )
  );
  assign en_disp_o = en_disp_o_temp;
endmodule
module scanout (
  input [11:0] x_i,
  input [11:0] y_i,
  input hsync_i,
  input vsync_i,
  input en_disp_i,
  input clk,
  input rst,
  output [11:0] x_o,
  output [11:0] y_o,
  output [7:0] r,
  output [7:0] g,
  output [7:0] b,
  output hsync_o,
  output vsync_o,
  output en_disp_o
);
  pixel2colour pixel2colour_i0 (
    .x_i( x_i ),
    .y_i( y_i ),
    .hsync_i( hsync_i ),
    .vsync_i( vsync_i ),
    .en_disp_i( en_disp_i ),
    .clk( clk ),
    .rst( rst ),
    .x_o( x_o ),
    .y_o( y_o ),
    .r( r ),
    .g( g ),
    .b( b ),
    .hsync_o( hsync_o ),
    .vsync_o( vsync_o ),
    .en_disp_o( en_disp_o )
  );
endmodule
module engine (
  input [11:0] x_i,
  input [11:0] y_i,
  input line,
  input frame,
  input hsync_i,
  input vsync_i,
  input en_disp_i,
  input clk,
  input rst,
  output [11:0] x_o,
  output [11:0] y_o,
  output [7:0] r,
  output [7:0] g,
  output [7:0] b,
  output hsync_o,
  output vsync_o,
  output en_disp_o
);
  wire [11:0] s0;
  wire [11:0] s1;
  wire s2;
  wire s3;
  wire s4;
  draw draw_i0 (
    .x_i( x_i ),
    .y_i( y_i ),
    .hsync_i( hsync_i ),
    .vsync_i( vsync_i ),
    .en_disp_i( en_disp_i ),
    .line( line ),
    .frame( frame ),
    .clk( clk ),
    .rst( rst ),
    .x_o( s0 ),
    .y_o( s1 ),
    .hsync_o( s2 ),
    .vsync_o( s3 ),
    .en_disp_o( s4 )
  );
  scanout scanout_i1 (
    .x_i( s0 ),
    .y_i( s1 ),
    .hsync_i( s2 ),
    .vsync_i( s3 ),
    .en_disp_i( s4 ),
    .clk( clk ),
    .rst( rst ),
    .x_o( x_o ),
    .y_o( y_o ),
    .r( r ),
    .g( g ),
    .b( b ),
    .hsync_o( hsync_o ),
    .vsync_o( vsync_o ),
    .en_disp_o( en_disp_o )
  );
endmodule
module vdp (
  input clk,
  input rst,
  input [11:0] h_fp,
  input [11:0] h_sync,
  input [11:0] h_bp,
  input [11:0] h_total,
  input h_neg,
  input [11:0] v_fp,
  input [11:0] v_sync,
  input [11:0] v_bp,
  input [11:0] v_total,
  input v_neg,
  output [7:0] r,
  output [7:0] g,
  output [7:0] b,
  output hsync,
  output vsync,
  output en_disp,
  output [11:0] x,
  output [11:0] y
);
  wire [11:0] s0;
  wire [11:0] s1;
  wire s2;
  wire s3;
  wire [11:0] s4;
  wire [11:0] s5;
  wire s6;
  wire s7;
  wire s8;
  wire s9;
  wire s10;
  scanxy scanxy_i0 (
    .C( clk ),
    .rst( rst ),
    .en( 1'b1 ),
    .h_total( h_total ),
    .v_total( v_total ),
    .x( s0 ),
    .y( s1 ),
    .line( s2 ),
    .frame( s3 )
  );
  vgasync vgasync_i1 (
    .x_i( s0 ),
    .y_i( s1 ),
    .line_i( s2 ),
    .frame_i( s3 ),
    .h_fp( h_fp ),
    .h_sync( h_sync ),
    .h_bp( h_bp ),
    .h_neg( h_neg ),
    .v_fp( v_fp ),
    .v_sync( v_sync ),
    .v_bp( v_bp ),
    .v_neg( v_neg ),
    .clk( clk ),
    .rst( rst ),
    .x_o( s4 ),
    .y_o( s5 ),
    .line_o( s6 ),
    .frame_o( s7 ),
    .hsync( s8 ),
    .vsync( s9 ),
    .en_disp( s10 )
  );
  engine engine_i2 (
    .x_i( s4 ),
    .y_i( s5 ),
    .line( s6 ),
    .frame( s7 ),
    .hsync_i( s8 ),
    .vsync_i( s9 ),
    .en_disp_i( s10 ),
    .clk( clk ),
    .rst( rst ),
    .x_o( x ),
    .y_o( y ),
    .r( r ),
    .g( g ),
    .b( b ),
    .hsync_o( hsync ),
    .vsync_o( vsync ),
    .en_disp_o( en_disp )
  );
endmodule
File: flow/constraint.sdc
current_design scanxy

set clk_period 2.3
set clk_io_pct 0.2

create_clock -name clk0 -period $clk_period [get_ports {C}]

set non_clock_inputs [all_inputs -no_clocks]
set_input_delay [expr $clk_period * $clk_io_pct] -clock clk0 $non_clock_inputs
set_output_delay [expr $clk_period * $clk_io_pct] -clock clk0 [all_outputs]
File: flow/run.sh
#!/bin/bash
# OpenROAD 26Q1-2900-gdf79404cd8, Yosys 0.63+post, stock flow scripts
make -C /OpenROAD-flow-scripts/flow DESIGN_CONFIG=/design/flow/config.mk WORK_HOME=/design/flow/orfs finish
File: flow/config.mk
export PLATFORM = sky130hd
export DESIGN_NAME = scanxy
export DESIGN_NICKNAME = scanxy
export VERILOG_FILES = /design/flow/design.v
export SDC_FILE = /design/flow/constraint.sdc
export NUM_CORES = 4
export LEC_CHECK = 1
export CORE_AREA = 10 10 111 111
export DIE_AREA = 0 0 121 121
==> Changelog: implementation <==
### Physical design

- CTS max path bufs: 2
- Post-synthesis sequential area ratio: 0.477
- Met2 wire length: 1620 µm
- Final HPWL DP: 3520 µm
- Post-place setup slack: -0.645 ns
- Fin. max-slew vios: 0
- TritonCTS buffer count: 3
- Main synth FF type: edfxtp_1
- Area growth, synth to finish: 59.9%
- Clk slew on worst S/H paths: 0.09 ns
- Die Y: 121 µm
- Layout cell share with drive strength beyond 1: 0.179
- Worst Setup End Kind: output pin
- Chip area: 0.0146 mm²
- Failing checks: negative setup slack
- Worst Skew: 0.00503 ns
- DIE WIDTH: 121 µm
- IO Count: 53
- Final instance area: 0.00241 mm²
- Final number of setup-violating endpoints: 1
- Top post-synthesis cells by area: edfxtp_1 (48%), xor2_1 (16%), xnor2_1 (9.3%)
- Worst-case headroom to the max-slew limit: 0.763
- Largest net degree at the start of global routing: 13
- Met3 WL: 473 µm
- Iter 0 DRT Violations: 49
- TNS Setup: -0.00333 ns
- Final Hold Vio Count: 0
- Tcrit/Tclk final: 1.00
- Worst hold margin: 0.713 ns
- WHS Path Cells: 2
- Synth Cell Area: 0.00151 mm²
- CTS tree: built
- Top cells by count: nor2_1 (29), xor2_1 (28), edfxtp_1 (24)
- Critical path class: primary input to output pin
- Reg2reg setup slack: 0.29 ns
- IO buf count: 52
- Worst slew pin tran: 0.353 ns
- Power per cell area: 388 mW/mm²
- Ant diodes: 0
- OpenROAD warnings: 27
- Crit path DAT: 1.84 ns
- Flops after synth: 24
- Row cnt: 36
- Routed wire per std cell: 12.3 µm
- Vias per cell: 3.71
- Achievable Freq: 434 MHz
- Warnings from Yosys: 2
- Clk latency of the worst-skew pair: 0.26 ns
- Total track usage: 0.0587
- WL met1: 2270 µm
- Required @ worst endpoint: 1.84 ns
- Routed wire length: 4370 µm
- Leading area contributor after synthesis: edfxtp_1
- Yosys cell count: 145
- First-pass GRT wire length: 6890 µm
- Clk root buf: clkbuf_8
- Final non-filler cell total: 356
- Post-synthesis async set-or-reset flop share: 0
- Vias: 1,319
- Worst r2r path cells: 7
- Highest metal used: met3
- Initial antenna violation count: 0
- Hold Crit Class: flip-flop to flip-flop
- Core area: 0.00986 mm²
- Pre-antenna DRT Iters: 4
- Final WS setup: -0.00333 ns
- RSZ-0062 raised after global routing: yes
- Init Core Util: 0.153
- Area of the multi-input gates: 749 µm²
- DP Area: 0.00236 mm²
- Gpl congestion: 0.837
- Detail Route Antenna Nets: 0
- Post-synth EDFFs: 24
- Worst Path Max Fanout: 2
- Clk sinks: 24
- Dpl cells: 352
- VDD IR max: 0.000247 V
- Mapped Cells: 145
- Share of the synthesized area in the top cell type: 0.477
- H-tree depth: 1
- Startpoint Class: primary input
- DRC Markers: 0
- Status: finished, violations left
- Reg area: 721 µm²
- Number of global-route vias before repair: 1,292
- Max-capacitance violation count: 0
- Fin crit period: 2.30 ns
- CTS hold repair buffers: 0
- Avg Inst Size Synth: 10.4 µm²
- Post-synthesis cell type with the largest instance count: nor2_1
- Yosys Chip Area: 0.00151 mm²
- Fill cells: 1,032
- Grt total ovfl: 0
- LEAKAGE: 0.000888 µW
- Unique cell types: 19
per-stage QoR:
| stage | power, µW | util |
|---|---|---|
| after floorplan | 582 | - |
| after global placement | 700 | 0.240 |
| after detailed placement | 700 | 0.240 |
| after CTS | 948 | 0.244 |
| after global routing | 980 | 0.245 |
| final | 936 | 0.245 |
registers in the layout, summed over array words and instances (netlist names):
register,count
maxcounter_gen0_i0.DIG_Register_BUS_i0.state,12
maxcounter_gen0_i1.DIG_Register_BUS_i0.state,12
kinds of logic (layout without fill, tap and decap cells):
group / Yosys count / count (layout) / share of synthesized area
xor+xnor: 44 / 44 / 0.255
fa+ha+maj: 2 / 2 / 0.0166
flops: 24 / 24 / 0.477
buf+inv: 10 / 88 / 0.0364
compound gates: 2 / 2 / 0.0116
simple gates: 63 / 63 / 0.203
critical path: stages:
cell	delay, ns
dlygate4sd2_1	0.24
xor2_1	0.16
nor4_2	0.32
buf_4	0.17
and4_4	0.24
and4_1	0.17
buf_2	0.09
power breakdown:
group	internal [µW]	switching, µW
Clock	117	133
Combinational	106	75.8
Sequential	496	8.74
Total	719	217
timing repair:
| action | in CTS | in global routing |
|---|---|---|
| resized | 20 | 1 |
| buffers inserted | 1 | 0 |
| hold endpoints to repair | 0 | 0 |
| endpoints found under the setup margin | 2 | 2 |
| pin swaps | 6 | 2 |
layout by cell type (no fill, tap or decap):
cell type,Yosys,layout
buf_2,1,1
nand3_1,10,10
xor2_1,28,28
a31o_2,2,2
nor4_1,6,4
and3_1,1,1
and4_4,0,1
nor3_1,6,6
buf_4,2,27
edfxtp_1,24,24
clkbuf_8,0,3
nor2_1,29,29
nand2_1,5,5
nand4_1,2,2
nor4_2,2,4
xnor2_1,16,16
clkdlybuf4s50_1,0,40
buf_6,1,2
ha_1,2,2
inv_1,5,5
and4_1,2,1
dlygate4sd2_1,0,10
layout make-up:
class	instances	share of cell area
inverters	5	0.00777
multi-input cells	111	0.310
repair buffers	80	0.297
clock buffers	3	0.0171
well taps	133	0.0689
flip-flops and latches	24	0.298
worst max path at each step:
stage               start    end  slack, ns  cells past startpoint
CTS             flip-flop  frame      -0.02                      6
global route    flip-flop  frame      -0.11                      6
finish        h_total[10]  frame     -0.003                      7
layer usage:
metal	vias up	GRT usage
li1	654	-
met1	595	0.0911
met2	70	0.0796
met3	0	0.0222
met4	0	0.000754
met5	-	0
Power and IR drop assume default switching activity.
